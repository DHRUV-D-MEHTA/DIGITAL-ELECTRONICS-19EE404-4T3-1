## design.v

```verilog
module EX12 (
  output reg [3:0] q,
  input clk, reset
); 
  wire t0, t1, t2, t3;
  T_FF tffo(t0, clk, reset); 
  T_FF tff1(t1, t0, reset); 
  T_FF tff2(t2, t1, reset); 
  T_FF tff3(t3, t2, reset); 
  always @(posedge clk or posedge reset) begin
    if (reset) begin
      q <= 4'b0000;
    end else begin
      q <= {t3, t2, t1, t0};
    end
  end
endmodule
module D_FF(
  output reg q,
  input d, clk, reset
); 
  always @(posedge clk or posedge reset) begin
    if (reset) begin
      q <= 1'b0;
    end else begin
      q <= d;
    end
  end
endmodule
module T_FF(
  output q,
  input clk, reset
);
  wire d;
  D_FF dff0(q, d, clk, reset);
  not n1(d, q);  
endmodule
```

## run.sh

```bash
#!/bin/bash
# OpenROAD 26Q1-2900-gdf79404cd8, Yosys 0.63+post, stock flow scripts
make -C /OpenROAD-flow-scripts/flow DESIGN_CONFIG=/design/flow/config.mk WORK_HOME=/design/flow/orfs finish
```

## config.mk

```make
export PLATFORM = sky130hd
export DESIGN_NAME = EX12
export DESIGN_NICKNAME = EX12
export VERILOG_FILES = /design/flow/design.v
export SDC_FILE = /design/flow/constraint.sdc
export NUM_CORES = 4
export LEC_CHECK = 1
export CORE_AREA = 10 10 70 70
export DIE_AREA = 0 0 80 80
```

## constraint.sdc

```tcl
current_design EX12

set clk_period 1.0
set clk_io_pct 0.2

create_clock -name clk0 -period $clk_period [get_ports {clk}]

set non_clock_inputs [all_inputs -no_clocks]
set_input_delay [expr $clk_period * $clk_io_pct] -clock clk0 $non_clock_inputs
set_output_delay [expr $clk_period * $clk_io_pct] -clock clk0 [all_outputs]
```

==> impl_metrics.py <==
# Synthesis and PnR figures
metrics = {
    "outcome": {
        "outcome": "finished clean",
    },
    "layout": {
        "combGateArea_um2": 0,
        "final_cell_area_um2": 333,
        "area_growth_pct": 52.0,
        "nMultiInputCombCells": 0,
        "drive_gt1_frac": 0.318,
        "fin_util": 0.0974,
    },
    "job": {
        "drv_cap": 0,
        "warning_count": 25,
    },
    "drt": {
        "drt_iter0_drc": 3,
        "wl_met1_um": 115,
        "antenna_left": 0,
        "firstDrtPassIters": 2,
        "top_layer": "met3",
        "vias_per_cell": 1.51,
        "drcViolationCount": 0,
        "vias": 103,
        "wl_met3_um": 116,
        "antenna_cells": 0,
        "wl_met2_um": 97,
        "routed_wirelength_um": 330,
        "wl_per_cell_um": 4.85,
    },
    "logic_synthesis": {
        "ys_seq_share": 0.914,
        "netlist_area_um2": 219,
        "ys_area_um2": 219,
        "largest_area_cell": "dfrtp_1",
        "most_common_cell": "dfrtp_1",
        "synth_area_per_cell_um2": 16.8,
        "area_leaders": "dfrtp_1, inv_1",
        "edf_count": 0,
        "synth_cell_type_count": 2,
        "ys_top_cells_by_count": "dfrtp_1, inv_1",
        "ys.flops": 8,
        "ys_cells": 13,
        "top_area_frac": 0.914,
        "synth_warnings": 2,
        "flop_cell": "dfrtp_1",
        "ys_async_sr_fraction": 1.00,
        "synth_cells": 13,
    },
    "setup_path": {
        "path_max_fanout": 1,
        "r2r-start": "tffo.dff0.q",
        "cp-end-kind": "primary output",
        "setup.worst_path.start_class": "flip-flop",
        "rr_worst_depth": 0,
        "slowest_delay_ps": 350,
        "cp_top_family": "flip-flops",
        "critPathArrivalTime_ps": 680,
        "path_depth": 1,
        "startpoint": "q[0]",
        "path_class": "reg2out",
        "crit_required_ps": 800,
        "crit_buf_inv": 1,
        "critPathSlowestCell": "dfrtp_1",
        "crit_chain": "clkbuf_2",
    },
    "final_timing": {
        "timing.final.crit_share": 0.882,
        "whs_ps": 203,
        "worst_slew_pin_slew_ps": 272,
        "slew_viol_final": 0,
        "min_period_ps": 882,
        "unclocked_regs": 3,
        "hold_viol": 0,
        "fmax_mhz": 1130,
        "untimed_endpoints": 6,
        "fin_setup_tns_ps": 0,
        "slew_headroom": 0.818,
        "setup_viol": 0,
        "clock_skew_ps": 0.0803,
        "rsz0062_at_grt": "no",
    },
    "power": {
        "leakagePower_nw": 0.134,
        "netSwitchingFraction": 0.185,
        "power.density_nw_per_um2": 1320,
        "power.internal_mw": 0.357,
        "p_sw_mw": 0.0810,
        "seq_power_share": 0.464,
        "clock_power_share": 0.515,
        "power_mw": 0.438,
        "peakVddDrop_mv": 0.253,
        "combPwrFrac": 0.022,
    },
    "global_route": {
        "grt_pass1_wl_um": 552,
        "first_global_vias": 127,
        "grt-ovfl-total": 0,
        "grt_max_degree": 9,
        "grt_usage": 0.0126,
        "antenna_found_initial": 0,
    },
    "placement": {
        "dpl_cell_area_um2": 327,
        "io_buffers": 5,
        "gp_congestion": 0.708,
        "post-dp-hpwl_um": 266,
    },
    "clock_tree": {
        "cts_tree": "yes",
        "clockRootBuffer": "clkbuf_4",
        "h-tree-depth": 1,
        "clockBufferDepth": 2,
        "worstSkewPairLatency_ps": 240,
        "postCtsHoldBufs": 0,
        "path_clk_slew_ps": 40,
        "cts_buffers": 3,
    },
    "floorplanning": {
        "ios": 6,
        "chipWidth_um": 80,
        "core_um2": 3420,
        "fp_util": 0.0641,
        "rows": 21,
        "die_area_um2": 6400,
        "die_y_um": 80,
    },
    "hold_path": {
        "hold_path.class": "in2async",
    },
}
## state kept, by name (all words and copies together), names as in the netlist
register,count
tff3.dff0.q,1
tff2.dff0.q,1
tffo.dff0.q,1
q,4
tff1.dff0.q,1
## layout make-up
class	instances	area (um^2)
Sequential cell	8	200
Inverter	5	18.8
Timing Repair Buffer	5	30.0
Tap cell	46	57.6
Clock buffer	4	26.3
Fill cell	405	3080
## through the flow
stage	setup WS (ps)	instances
after floorplan	488	13
after global placement	0.350	64
after detailed placement	12.9	64
after CTS	2.09	68
after global routing	72.8	68
final	118	68
## kinds of logic (layout without fill, tap and decap cells)
| kind of cell | after synthesis | after routing | share of synthesized area |
|---|---|---|---|
| flops | 8 | 8 | 0.914 |
| buf+inv | 5 | 14 | 0.0857 |
## per-layer routing
| metal | up-vias | GRT usage |
|---|---|---|
| met3 | 0 | 0.0239 |
| met2 | 8 | 0.0128 |
| met1 | 41 | 0.0102 |
| met4 | 0 | 0.00352 |
| li1 | 54 | - |
| met5 | - | 0 |
## power groups by stage
| stage | Sequential [mW] | Clock [mW] | Combinational, mW |
|---|---|---|---|
| global route | 0.203 | 0.253 | 0.0117 |
| CTS | 0.203 | 0.239 | 0.0102 |
| finish | 0.203 | 0.226 | 0.00956 |
## cell usage in the layout (no fill, tap or decap), drive strengths merged
cell type / n
dfrtp: 8
clkbuf: 8
clkdlybuf4s50: 1
inv: 5
## path summary, 6_finish.rpt
path,slack [ps],endpoint
min reg2reg,400,q[0]
min,200,q[2]
max in group asynchronous,580,tffo.dff0.q
min in group clk0,400,q[0]
max reg2reg,500,q[0]
max,120,q[0]
## what timing repair did
action / in CTS / in global routing
setup buffers: 0 / 0
gates resized: 8 / 4
endpoints found under the setup margin: 4 / 4
Power figures rest on the tool's default switching activity, not on a simulated workload.
