File: ./config.mk
export PLATFORM = sky130hd
export DESIGN_NAME = EX5
export DESIGN_NICKNAME = EX5
export VERILOG_FILES = /design/flow/design.v
export SDC_FILE = /design/flow/constraint.sdc
export NUM_CORES = 4
export LEC_CHECK = 1
export CORE_AREA = 10 10 70 70
export DIE_AREA = 0 0 80 80
File: ./design.v
module EX5 (
  output reg dout0,
  output reg dout1,
  output reg dout2,
  input din0,
  input din1,
  input din2,
  input din3,
  input din4,
  input din5,
  input din6,
  input din7
);
  wire [7:0] din;  
  assign din = {din7, din6, din5, din4, din3, din2, din1, din0};
  always @* begin
    case(din)
      8'b00000001: begin
        dout2 = 0;
        dout1 = 0;
        dout0 = 0;
      end
      8'b00000010: begin
        dout2 = 0;
        dout1 = 0;
        dout0 = 1;
      end
      8'b00000100: begin
        dout2 = 0;
        dout1 = 1;
        dout0 = 0;
      end
      8'b00001000: begin
        dout2 = 0;
        dout1 = 1;
        dout0 = 1;
      end
      8'b00010000: begin
        dout2 = 1;
        dout1 = 0;
        dout0 = 0;
      end
      8'b00100000: begin
        dout2 = 1;
        dout1 = 0;
        dout0 = 1;
      end
      8'b01000000: begin
        dout2 = 1;
        dout1 = 1;
        dout0 = 0;
      end
      8'b10000000: begin
        dout2 = 1;
        dout1 = 1;
        dout0 = 1;
      end
      default: begin
        dout2 = 1'bx;  
        dout1 = 1'bx;
        dout0 = 1'bx;
      end
    endcase
  end
endmodule
File: ./run.sh
#!/bin/bash
# OpenROAD 26Q1-2900-gdf79404cd8, Yosys 0.63+post, stock flow scripts
make -C /OpenROAD-flow-scripts/flow DESIGN_CONFIG=/design/flow/config.mk WORK_HOME=/design/flow/orfs finish
File: ./constraint.sdc
current_design EX5

set clk_period 2.1
set clk_io_pct 0.2

create_clock -name clk0 -period $clk_period

set non_clock_inputs [all_inputs -no_clocks]
set_input_delay [expr $clk_period * $clk_io_pct] -clock clk0 $non_clock_inputs
set_output_delay [expr $clk_period * $clk_io_pct] -clock clk0 [all_outputs]
==> results.json <==
{
  "yosysWarnings": 1,
  "antenna_found_initial": 0,
  "global_route_wire_length_before_repair_um": 1160,
  "ys_chip_area_sq_um": 166,
  "critical_path_class": "input port to output port",
  "core_region_area_sq_um": 3420,
  "dp_cells": 75,
  "clkbuf_count": 0,
  "postRouteAntennaNets": 0,
  "grt_setup_unrepaired": "no",
  "synth_area_per_cell_sq_um": 7.92,
  "max_slew_headroom": 0.845,
  "power.sequential.fraction": 0,
  "vdd_ir_drop_max_mv": 0.0625,
  "route.vias.total": 209,
  "grt_start_max_net_pins": 10,
  "cellPowerDensity_nw_per_um2": 124,
  "log.warning_count": 32,
  "cp.arrival_ns": 1.62,
  "synthesis.area_sq_um": 166,
  "layout-drive-gt1-share": 0.483,
  "final.period_utilization": 0.973,
  "syn_to_final_growth_pct": 96.2,
  "initialDrtViolationCount": 1,
  "maxcap_viol_count": 0,
  "synth_cells": 21,
  "ioPinCount": 11,
  "worst_ep_required_time_ns": 1.68,
  "power.share.switching": 0.546,
  "cts_hold_buf": 0,
  "drt-vias-per-instance": 2.79,
  "die-area_sq_um": 6400,
  "synth_sequential_area_ratio": 0,
  "status": "finished clean",
  "area.sequential_sq_um": 0,
  "max_freq_ghz": 0.489,
  "final_max_slew_viol_count": 0,
  "drc_errors": 0,
  "die_h_um": 80,
  "drt_pre_antenna_iters": 2,
  "mostFrequentLayoutCell": "sky130_fd_sc_hd__nor4b_2",
  "rows": 21,
  "final_cell_count_no_fill": 75,
  "route.antenna.diode_count": 0,
  "worstSetupStartpointType": "input port",
  "final_layout_worst_hold_slack_ns": 1.56,
  "finalHoldViolations": 0,
  "yosys_cells": 21,
  "timing.final.setup_violations": 0,
  "drt_wl_total_um": 680,
  "wl_per_cell_um": 9.07,
  "static-leakage-power_nw": 0.0740,
  "first_global_vias": 219,
  "comb_pwr_share": 1.000,
  "die_w_um": 80,
  "min_path_type": "input port to output port",
  "utilization": 0.0956,
  "p_switching_mw": 0.0221,
  "grt-ovfl-total": 0,
  "final.setup.tns_ns": 0,
  "place.port_buffers": 11,
  "total_power_mw": 0.0404,
  "timing.hold.worst_endpoint": "dout1",
  "hold-path-cell-count": 4,
  "track_usage": 0.0222,
  "timing.hold.worst.start": "din4",
  "floorplan.core_util": 0.0487,
  "sequential_cell_total": 0,
  "critPathCaptureType": "output port",
  "cp_max_fo": 3,
  "synthDistinctLibCells": 7,
  "worst_slew_pin_slew_ns": 0.232,
  "num-fill-cells": 404,
  "p_int_mw": 0.0183,
  "final_period_minus_worst_setup_slack_ns": 2.04,
  "gp_routability_congestion": 0.710,
  "share_of_power_burned_in_the_clock_network": 0
}
[area by class of cell]
| type | instances | area, sq um | area share |
|---|---|---|---|
| multi-input cells | 18 | 189 | 0.579 |
| repair buffers | 11 | 80.1 | 0.245 |
| well taps | 46 | 57.6 | 0.176 |
[power by group through the flow]
stage | Sequential, mW | Combinational (mW) | Clock (mW)
after CTS | 0 | 0.0421 | 0
after global routing | 0 | 0.0448 | 0
final | 0 | 0.0404 | 0
[timing repair]
action	in CTS	in global routing
endpoints found under the setup margin	3	3
gates resized	23	13
pin swaps	1	6
hold endpoints to repair	0	0
buffers inserted	0	0
[synthesized netlist by cell type]
cell	count	share of area
sky130_fd_sc_hd__buf_2	1	0.030
sky130_fd_sc_hd__buf_6	2	0.14
sky130_fd_sc_hd__nor4b_1	6	0.32
sky130_fd_sc_hd__o31a_1	3	0.16
sky130_fd_sc_hd__xnor2_1	3	0.16
sky130_fd_sc_hd__nor3_1	3	0.090
sky130_fd_sc_hd__nor4_1	3	0.11
[layer usage]
layer  global-route usage  vias to the layer above  share of wire
met5                    0                        -              0
met4                    0                        0              0
met3              0.00568                        0          0.075
met2               0.0225                       10           0.26
met1               0.0415                       92           0.66
li1                     -                      107              -
[how the worst max path moves through the flow]
stage        to  slack, ns  startpoint  cells after the start
4_1_cts   dout2      0.008        din5                      4
5_1_grt   dout2      0.003        din7                      5
6_report  dout0       0.06        din0                      4
[worst max-delay path, stage by stage]
cell and delay [ns]:
sky130_fd_sc_hd__clkdlybuf4s15_1 0.23, sky130_fd_sc_hd__nor4_2 0.30, sky130_fd_sc_hd__o31a_1 0.19, sky130_fd_sc_hd__clkdlybuf4s50_1 0.48
[per-stage QoR]
stage / worst slack (ns) / cell area [sq um]
6_report: 0.0560 / 327
5_1_grt: 0.00286 / 327
4_1_cts: 0.00831 / 355
3_5_place_dp: -0.332 / 307
3_3_place_gp: -0.294 / 307
2_1_floorplan: 0.733 / 166
[cell families after synthesis]
logic type      count (synthesis)  share of synthesized area
compound gates                  3                      0.158
simple gates                   12                      0.519
xor+xnor                        3                      0.158
buf+inv                         3                      0.165
Power is estimated from default activity; no workload was simulated.
